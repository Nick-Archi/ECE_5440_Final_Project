[./design.v]
module split7seg(wholeNum, rightDigit, leftDigit);
	input[6:0] wholeNum;
	output reg[3:0] rightDigit, leftDigit;
	always@(wholeNum) begin
		rightDigit = wholeNum % 10;
		leftDigit = (wholeNum - rightDigit) / 10;
	end
endmodule
[./run.sh]
#!/bin/bash
# OpenROAD 26Q1-2900-gdf79404cd8, Yosys 0.63+post, stock flow scripts
make -C /OpenROAD-flow-scripts/flow DESIGN_CONFIG=/design/flow/config.mk WORK_HOME=/design/flow/orfs finish
[./config.mk]
export PLATFORM = sky130hd
export DESIGN_NAME = split7seg
export DESIGN_NICKNAME = split7seg
export VERILOG_FILES = /design/flow/design.v
export SDC_FILE = /design/flow/constraint.sdc
export NUM_CORES = 4
export LEC_CHECK = 1
export CORE_AREA = 10 10 70 70
export DIE_AREA = 0 0 80 80
[./constraint.sdc]
current_design split7seg

set clk_period 3.3
set clk_io_pct 0.2

create_clock -name clk0 -period $clk_period

set non_clock_inputs [all_inputs -no_clocks]
set_input_delay [expr $clk_period * $clk_io_pct] -clock clk0 $non_clock_inputs
set_output_delay [expr $clk_period * $clk_io_pct] -clock clk0 [all_outputs]
==> Slide: Implementation Results <==
Key Metrics from the Run

STA
  – Maximum clock frequency: about 0.19 GHz
  – Final Worst Setup Slack: -2.05 ns
  – Setup repair after global routing missed its margin: true
  – Final critical-path required period: 5.35 ns
  – Worst Tran Pin Value: 0.394 ns
  – Fin crit share: 162%
  – Number of slew-limit violations in the final report: 0
  – Total count of hold-check failures in the final report: 0
  – Worst rel slew slack: between 70% and 80%
  – Endpoints failing setup: 7

Route
  – DRC violations left: 0
  – Detailed router's first-iteration violation count: 28
  – Final antenna-violating net count: 0
  – Antenna Diode Count: 0
  – Total via count in the routed design: 1305
  – Routed length per placed instance: approximately 12 µm
  – Routed WL: around 3300 µm
  – Number of detailed-routing iterations run before antenna repair: 4
  – Number of vias per cell after detailed routing: 4.89

GRT
  – Overflow left after global routing: 0
  – Wire length of the first global-routing pass: 5630 µm
  – Via count of the first global-routing pass: 1340
  – Largest net degree at the start of global routing: 16
  – Total Routing Usage GR: 9.94%
  – Number of antenna violations at the first check in global routing: 0

Worst hold path
  – Hold/Removal Path Class: primary input to output port

Run status
  – Result of the run: complete, but fails checks
  – Failing checks: negative setup slack

Floorplan
  – Area of the die: between 6000 and 7000 µm²
  – Die Span X: about 80 µm
  – Number of rows in the core area: 21
  – Number of top-level pins: 15
  – Area of the core: 3420 µm²
  – Pre-placement core utilization: roughly 29%
  – Die height: about 80 µm

Finish
  – Register area: 0 µm²
  – Fraction of layout cells with a size suffix above 1: 63.8%
  – Total of clock buffers placed in the layout: 0
  – Final standard cell area without fillers: roughly 2000 µm²
  – Count of flip-flops and latches: 0
  – Utilization of the core after routing: around 60%
  – Non-filler instance count after layout: between 200 and 300
  – Layout overhead on the synthesized area: 104%
  – Total of fill cells in the finished design: about 260

Worst setup path
  – Sort of element at the start of the critical path: primary input
  – Arrival time reported for the critical path endpoint: ~4.7 ns
  – Buffer-and-inverter tally for the worst setup path: 4
  – Critical-path maximum fanout: 4
  – CP top delay family: AND-OR/OR-AND gates
  – Critical Path Most Common Cell: sky130_fd_sc_hd__a221o_1
  – Slowest stage cell on the critical path: sky130_fd_sc_hd__a211oi_2
  – Endpoint class of the critical path: output port
  – Peak per-stage delay on the critical path: 0.33 ns
  – Required arrival time at the worst endpoint: 2.64 ns
  – Kind of critical path: primary input to output port
  – Cell chain of the critical path: buf_8 > nor2_4 > inv_2 > ha_4 > nand4bb_1 > o311ai_2 > a21oi_2 > o311ai_2 > a211oi_2 > nor4_4 > or2_4 > xor2_2 > ha_4 > buf_4 > nor2_4 > o2bb2ai_4 > mux2_4 > nor2_1 > mux2_4 > a221o_1 > a221o_1 > a221o_1 > buf_2

Yosys
  – YS chip area: around 1000 µm²
  – Yosys synthesis warning count: 1
  – Instance count of the mapped netlist: ~150
  – Distinct cell type count after synthesis: about 55
  – Cell Area, Synth: between 1000 and 1500 µm²
  – Post-synthesis area per instance: slightly below 7 µm²
  – Sequential area share after synthesis: 0%
  – Yosys stat cell total: roughly 150

Power
  – Post-route total power: around 0.00094 W
  – Pint: around 0.00054 W
  – Comb pwr share: 100.0%
  – Maximum vdd drop: about 160 µV
  – Switching part of the total power: 42.0%
  – Leakage: a little under 0.9 nW
  – Switching power summed over all nets: 0.000395 W
  – Part of the total power dissipated in the clock network: 0%
  – Power density over cell area: 459 nW/µm²
  – Part of the power in registers: 0%

Placed design
  – Half-perimeter wire length of the detailed placement result: between 2000 and 2500 µm
  – Count of port buffers added during placement: 13
  – GPL Wtd Cong: just under 0.9
  – Pre-CTS setup slack: -2.94 ns
  – Cell area reported after detailed placement: about 1700 µm²
  – Number of cells after detailed placement: 246

Run
  – Number of warnings in the stage logs: 36
  – Max Cap Viol: 0

Clocking
  – Quantity of hold-fixing buffers added after cts: 0
==> power by group through the flow <==
stage         combinational [W]  clock [W]  sequential (W)
CTS                    0.000861          0               0
global route            0.00103          0               0
finish                 0.000940          0               0
==> cell usage after synthesis, types with 3 or more instances <==
cell / instances / share of area, %
sky130_fd_sc_hd__o2bb2ai_1: 3 / 2.6
sky130_fd_sc_hd__nor2_1: 19 / 7.1
sky130_fd_sc_hd__ha_1: 5 / 6.2
sky130_fd_sc_hd__o21ai_0: 4 / 2.0
sky130_fd_sc_hd__clkbuf_1: 5 / 1.9
sky130_fd_sc_hd__inv_1: 7 / 2.6
sky130_fd_sc_hd__o22ai_1: 3 / 1.9
sky130_fd_sc_hd__xor2_1: 5 / 4.4
sky130_fd_sc_hd__and2_1: 3 / 1.9
sky130_fd_sc_hd__xnor2_1: 10 / 8.7
sky130_fd_sc_hd__mux2i_1: 5 / 5.0
sky130_fd_sc_hd__nand2_1: 12 / 4.5
sky130_fd_sc_hd__a21oi_1: 8 / 4.0
sky130_fd_sc_hd__o31ai_1: 3 / 2.2
sky130_fd_sc_hd__a221o_1: 3 / 3.0
==> metrics by stage <==
stage | hold slack, ns | setup TNS, ns
CTS | 1.32 | -8.65
global placement | 1.32 | -13.02
finish | 1.32 | -8.02
global route | 1.32 | -9.40
detailed placement | 1.32 | -13.11
floorplan | 1.39 | -5.66
==> kinds of logic (layout without fill, tap and decap cells) <==
group                    count (synthesis)  in the layout  share of synthesized area [%]
multiplexers                             8              8                           8.72
AND-OR/OR-AND                           46             46                           36.5
adder cells (fa/ha/maj)                  7              7                           8.22
buffers and inverters                   17             93                           7.72
AND/OR/NAND/NOR                         51             51                           24.2
XOR/XNOR                                16             16                           14.7
==> placed cells by master (no fill, tap or decap), types with 3 or more instances in the layout <==
master / instances
sky130_fd_sc_hd__nand2_1: 12
sky130_fd_sc_hd__a221o_1: 3
sky130_fd_sc_hd__nor2_2: 4
sky130_fd_sc_hd__ha_4: 4
sky130_fd_sc_hd__o31ai_1: 3
sky130_fd_sc_hd__a21oi_2: 4
sky130_fd_sc_hd__buf_4: 58
sky130_fd_sc_hd__buf_6: 15
sky130_fd_sc_hd__inv_1: 4
sky130_fd_sc_hd__xnor2_2: 6
sky130_fd_sc_hd__xor2_1: 3
sky130_fd_sc_hd__a21oi_1: 3
sky130_fd_sc_hd__xnor2_1: 4
sky130_fd_sc_hd__mux2i_1: 4
sky130_fd_sc_hd__buf_2: 8
sky130_fd_sc_hd__nor2_1: 10
sky130_fd_sc_hd__o22ai_1: 3
sky130_fd_sc_hd__nor2_4: 5
sky130_fd_sc_hd__inv_2: 3
==> final timing paths <==
check              startpoint  depth (start not counted)  slack, ns            end
setup / recovery  wholeNum[4]                         23      -2.05   leftDigit[0]
hold / removal    wholeNum[0]                          0       1.32  rightDigit[0]
==> repair_timing <==
action	in CTS	in global routing
pin swaps	27	17
buffers inserted	17	5
gates resized	74	19
hold endpoints to repair	0	0
setup endpoints to repair	7	7
==> routing by layer <==
metal / vias up / GRT usage [%] / share of wire (%)
met1: 613 / 13.4 / 51
met3: 0 / 0.341 / 1.1
met5: - / 0 / 0
met2: 5 / 18.1 / 48
met4: 0 / 0 / 0
li1: 687 / - / -
==> final cells by class <==
| type | instances | area [µm²] | area share [%] |
|---|---|---|---|
| Inverter | 8 | 32.5 | 1.59 |
| Multi-Input combinational cell | 128 | 1270 | 62.0 |
| Tap cell | 46 | 57.6 | 2.81 |
| Timing Repair Buffer | 85 | 688 | 33.6 |
Power figures rest on the tool's default switching activity, not on a simulated workload.
