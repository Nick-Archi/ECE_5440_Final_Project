===== flow/run.sh =====
#!/bin/bash
# OpenROAD 26Q1-2900-gdf79404cd8, Yosys 0.63+post, stock flow scripts
make -C /OpenROAD-flow-scripts/flow DESIGN_CONFIG=/design/flow/config.mk WORK_HOME=/design/flow/orfs finish

===== flow/config.mk =====
export PLATFORM = sky130hd
export DESIGN_NAME = TimerCountDown
export DESIGN_NICKNAME = TimerCountDown
export VERILOG_FILES = /design/flow/design.v
export SDC_FILE = /design/flow/constraint.sdc
export NUM_CORES = 4
export LEC_CHECK = 1
export CORE_AREA = 10 10 96 96
export DIE_AREA = 0 0 106 106

===== flow/constraint.sdc =====
current_design TimerCountDown

set clk_period 2.3
set clk_io_pct 0.2

create_clock -name clk0 -period $clk_period [get_ports {clk}]

set non_clock_inputs [all_inputs -no_clocks]
set_input_delay [expr $clk_period * $clk_io_pct] -clock clk0 $non_clock_inputs
set_output_delay [expr $clk_period * $clk_io_pct] -clock clk0 [all_outputs]

===== flow/design.v =====
module TimerCountDown(clk, rst, enable, ms100, timeOut, stop);
	input clk, rst, enable, ms100;
	output reg [6:0] timeOut; 
	output reg stop;
	reg[4:0] count;
	parameter timeInSec=30;  
	parameter Wait=0, Start=1, Stop=2;
	reg[1:0] state;
	always@(posedge clk)begin
		if(rst==0)begin
			count<=0;
			state<=Wait;
			stop<=0;
			timeOut<=timeInSec;
		end
		else begin
			case(state)
				Wait: begin 
					if(enable==1) begin
						state<=Start;
						timeOut<=timeInSec;
					end
				end
				Start: begin
					if(ms100==1)begin
						count=count+1;
						if(count==10)begin
							timeOut<=timeOut-1;
							count=0;
						end
						if(timeOut==0)begin
							state<=Stop;
							stop<=1;
						end
					end	
				end
				Stop: begin
					stop<=0;
					if(enable==1) begin
						count<=0;
						timeOut<=timeInSec;
						state<=Start;
						stop<=0;
					end
				end
				default: begin
					count<=0;
					state<=Wait;
					stop<=0;
					timeOut<=timeInSec;
				end
			endcase
		end
	end
endmodule

==> run notes <==
Implementation results are summarized by area below.

Run status
The run finished with clean final reports.

Critical path
The capture point of the worst reg-to-reg path is timeOut[6]. The arrival time of data at the worst endpoint is listed as ~2.2 ns. Logic depth along the worst register-to-register path is recorded as 6. Max fanout on the critical path was recorded as 10. The worst setup path is launched from an input port.

The critical path start-end classification is in2reg. At the worst endpoint, the required time is 2.48 ns. The worst setup path is captured at a register. In this run the register-to-register setup slack is 0.35 ns. The worst flop-to-flop path startpoint is count[0].

Pwr
The internal cell power is around 0.00045 W. Per the OpenROAD power report, leakage power amounts to 0.404 nW. IR analysis of the VDD net gives a maximum drop of ~0.00023 V. The flow reported a cell area power density of 482 nW/um^2. The power report attributes to the sequential group a share of 0.504. The switching share of power is 0.214.

Of the total power, the clock network draws 0.429. The power dissipated by switching net loads is about 0.00012 W. The share of total power dissipated in combinational logic is 0.068.

Clock network
The hold buffer count at CTS is 0. The root buffer cell chosen for the clock tree is clkbuf_8. The register clock-pin slew on the reported worst setup and hold paths is ~0.060 ns. The CTS buffer count is 3. The number of gates given a new drive strength after cts is 0. As reported, the later end of the worst-skew pair has a clock insertion delay of ~0.25 ns.

The number of buffers inserted by post-CTS setup repair is 0. TritonCTS built the clock tree. The buffer levels on the longest clock path is 2. The clock net in this run drives a total of 16 sinks. The level count of the clock H-tree is 1.

Min path
Looking at the hold checks, the worst path lands on timeOut[6]. The class of the worst hold path is reg2reg. The count of cells along the worst hold path is 1. The source of the worst hold timing path is timeOut[6].

Final timing
The worst max-slew margin expressed relative to the limit is 0.636. Of the available clock period, the critical path in the final layout requires 0.855. Setup total negative slack on the finished layout was measured at 0 ns.

In the final report, the number of hold violations comes to 0. Counting I/O delays and the setup requirement, the final critical path takes between 1.5 and 2 ns. The maximum clock skew at final layout is around 0.0035 ns. The final max-slew violation count recorded for this run is 0. The measured slew at the worst slew-check pin is between 0.5 and 0.6 ns. The final tally of setup violations is 0. The worst hold slack after final layout is approximately 0.50 ns. The fmax is between 0.5 and 0.6 GHz.

Setup repair after global routing left no endpoint under its margin.

Synth
The basic-gate share of the synthesized area counting and, or, nand and nor cells is 0.273. For this run, the register share of the synthesized area comes to 0.357. The total of flip-flops plus latches after synthesis is 16. Of the post-synthesis cell area, the part taken by muxes is 0.0112.

Per the post-synthesis stats, the area per cell is roughly 9 sq um. After synthesis the cells add up to 897 sq um. The count of library flops with an enable pin is 0.

Grouping non-sequential cells by family puts the most area in simple AND/OR/NAND/NOR gates. For this run, the leading register cell type out of synthesis is dfxtp_1. The synthesized-area fraction occupied by xor and xnor cells is 0.0181. The stat command in Yosys gives a chip area of approximately 900 sq um. The post-synthesis cell count from yosys is 101. The share of synthesized cell area in full adder, half adder and majority cells is 0.0558. The proportion of register bits with asynchronous set or reset after synthesis is 0. The synthesis report lists the Yosys warning total as 1. Counting every instance in the synthesized netlist gives approximately 100.

The area share of and-or/or-and cells after synthesis is 0.243. The netlist uses about 42 different library cells.

Finish
The relative area change from synthesis to final layout is 32.6%. The layout cell share with drive strength beyond 1 is 0.104. The finished layout reports a core utilization of 0.165. For this run, the number of standard cells in the final layout without fillers is between 200 and 250.

In the final layout, the fill cell count is 823.

Flow run
The logs give a warning total of 27. The number of violations of the max-capacitance limit is 0.

Route
For this run, design rule violations remaining after detail routing come to 0. Using the TritonRoute via totals, the vias-per-cell ratio works out to roughly 3.6. The residual antenna-violating net count after detailed routing is 0. The detailed router placed a little under 800 vias in this run.

The first detailed-routing pass ran for 4 iterations. The average wire per standard cell is between 9 and 10 um. Per the detailed-route log, wirelength across all metal layers totals ~2.0 mm. After the first detailed-routing iteration, the DRC count stood at 34. The number of diodes added for antenna fixing is 0.

Global routing
The total global-route track usage is 0.0373. The via count of the first global-routing pass is approximately 700. The maximum number of pins on one net before global-route repair is 15.

The first-pass GRT wire length is around 3.5 mm. The initial antenna violation count came to 0. Per the GRT congestion report, total overflow comes to 0.

Floorplanning
In this run the core area contains 31 standard-cell rows. The total die size is 11200 sq um. The chip height is approximately 110 um.

The core outline area is just over 7000 sq um. During I/O placement, the number of pins put on the boundary was 12. The die span in x is between 100 and 150 um. In the floorplan report the effective utilization is 0.124.

Placement
The number of buffers inserted by port buffering is 11. The congestion estimate from routability-driven global placement came to around 0.75. The wire-length estimate of the detail-placed layout is around 1.5 mm. The cell count after placement is about 210.
==> cell families after synthesis <==
logic type / count (synthesis)
DFF: 16
adders and majority gates: 4
muxes: 1
xor gates and xnor gates: 1
and+or+nand+nor: 40
buffers and inverters: 10
AOI/OAI and AO/OA: 29
==> sequential cells by signal, indices dropped and copies added (netlist names) <==
| signal | count |
|---|---|
| timeOut | 7 |
| count | 5 |
| state | 3 |
| stop | 1 |
==> cell usage after synthesis, types with 2 or more instances <==
cell type,number,area share
a21boi_1,3,0.025
nor2b_1,2,0.014
or3_1,2,0.014
nor3b_1,3,0.025
nor2_1,3,0.013
or4_1,2,0.017
dfxtp_1,16,0.36
o21ai_0,5,0.028
o21ai_1,2,0.011
nand3_1,4,0.022
nor3_1,3,0.017
ha_1,4,0.056
clkbuf_1,3,0.013
or3b_1,2,0.020
o31ai_1,2,0.017
a21boi_0,3,0.025
inv_1,7,0.029
o32a_1,2,0.022
nand2_1,10,0.042
==> power groups by stage <==
stage	sequential (W)	clock (W)	combinational (W)
4_1_cts	0.000288	0.000256	0.0000391
5_1_grt	0.000289	0.000280	0.0000445
6_report	0.000289	0.000246	0.0000389
==> area by class of cell <==
cell class,instances,area [sq um],area share
multi-input cells,75,539,0.453
flip-flops and latches,16,320,0.269
repair buffers,13,125,0.105
well taps,99,124,0.104
clock buffers,4,55.1,0.0463
inverters,7,26.3,0.0221
==> cells in the final DEF (no fill, tap or decap), types with 2 or more instances in the layout <==
master / n
nor3b_1: 3
nor2b_1: 2
o21ai_0: 5
nor3_1: 3
nor2_1: 3
or3_1: 2
clkdlybuf4s50_1: 11
inv_1: 7
o21ai_1: 2
buf_4: 2
a21boi_1: 3
clkbuf_8: 4
or4_1: 2
dfxtp_1: 16
o32a_1: 2
o31ai_1: 2
nand3_1: 4
or3b_1: 2
nand2_1: 10
a21boi_0: 3
ha_1: 4
==> routing by layer <==
metal / up-vias / global-route usage / wire, um
met3: 2 / 0.0171 / 157
met4: 0 / 0.00774 / 30
met2: 13 / 0.0543 / 901
met5: - / 0 / 0
met1: 357 / 0.0496 / 902
li1: 401 / - / -
==> through the flow <==
step	setup slack (ns)	instance area, sq um	power, W
2_1_floorplan	0.496	897	0.000318
3_3_place_gp	0.103	1130	0.000333
3_5_place_dp	0.0874	1130	0.000334
4_1_cts	0.334	1190	0.000584
5_1_grt	0.143	1190	0.000614
6_report	0.334	1190	0.000573
==> worst max-delay path, stage by stage <==
cell and delay, ns:
clkdlybuf4s50_1 0.52, nand2b_1 0.14, or3b_1 0.51, or3b_1 0.40, a21boi_1 0.11
==> how the worst max path moves through the flow <==
| stage | start | endpoint | slack, ns | cells past startpoint |
|---|---|---|---|---|
| 6_report | ms100 | count[0] | 0.33 | 5 |
| 5_1_grt | count[0] | timeOut[6] | 0.14 | 6 |
| 4_1_cts | count[0] | timeOut[6] | 0.33 | 6 |
Power is estimated from default activity; no workload was simulated.
