--- flow/config.mk ---
export PLATFORM = sky130hd
export DESIGN_NAME = LED_Score
export DESIGN_NICKNAME = LED_Score
export VERILOG_FILES = /design/flow/design.v
export SDC_FILE = /design/flow/constraint.sdc
export NUM_CORES = 4
export LEC_CHECK = 1
export CORE_AREA = 10 10 86 86
export DIE_AREA = 0 0 96 96
--- flow/constraint.sdc ---
current_design LED_Score

set clk_period 2.7
set clk_io_pct 0.2

create_clock -name clk0 -period $clk_period [get_ports {clk}]

set non_clock_inputs [all_inputs -no_clocks]
set_input_delay [expr $clk_period * $clk_io_pct] -clock clk0 $non_clock_inputs
set_output_delay [expr $clk_period * $clk_io_pct] -clock clk0 [all_outputs]
--- flow/design.v ---
module LED_Score(change, start, bIn1, bIn2, bIn3, randNum, clk, rst, led1, led2, led3, score);
	input change, start, bIn1, bIn2, bIn3, clk, rst;
	input [1:0] randNum;  
	output reg led1, led2, led3;
	output reg [6:0] score;
	parameter s0 = 0, s1 = 1, s2 =2;
	parameter Wait=0, Start=1, Stop=2;
	reg[1:0] state;
	always @(posedge clk) begin
		if(rst == 0) begin
			score <= 6'b000000;
			led1 <= 0; led2 <= 0; led3 <= 0;
			state<=Wait;
		end
		else begin
			case(state)
				Wait: begin
					if(start==1) begin
						state<=Start;
					end
				end
				Start: begin
					if(start!=1) begin
						state<=Stop;
					end
					else begin
						if(change == 1) begin
							case(randNum)
								s0: begin
									led1 <= 1; led2 <= 0; led3 <= 0;  
								end	
								s1: begin
									led1 <= 0; led2 <= 1; led3 <= 0;
								end
								s2: begin
									led1 <= 0; led2 <= 0; led3 <= 1;
								end
								default: begin
									led1 <= 0; led2 <= 0; led3 <= 0;	
								end
							endcase
						end	
						if(bIn1 == 1 && led1 == 1) begin
							led1 <= 0;
							score <= score + 1;
						end
						if(bIn2 == 1 && led2 == 1) begin
							led2 <= 0;
							score <= score + 1;
						end
						if(bIn3 == 1 && led3 == 1) begin
							led3 <= 0;
							score <= score + 1;
						end
					end
				end
				Stop: begin
					led1 <= 0; led2 <= 0; led3 <= 0;
					if(start==1)begin
						score <= 0;
						led1 <= 0; led2 <= 0; led3 <= 0;
						state<=Start;
					end
				end	
				default begin
					score <= 6'b000000;
					led1 <= 0; led2 <= 0; led3 <= 0;
					state<=Wait;
				end
			endcase	
		end
	end
endmodule
--- flow/run.sh ---
#!/bin/bash
# OpenROAD 26Q1-2900-gdf79404cd8, Yosys 0.63+post, stock flow scripts
make -C /OpenROAD-flow-scripts/flow DESIGN_CONFIG=/design/flow/config.mk WORK_HOME=/design/flow/orfs finish
==> node_exporter_impl.prom <==
# HELP chip_impl_metric Physical implementation figures
# TYPE chip_impl_metric gauge
chip_impl_metric{name="gpl.final_weighted_congestion",unit=""} 0.732
chip_impl_metric{name="async_reset_ff_frac",unit=""} 0
chip_impl_metric{name="postCtsResizedCells",unit=""} 0
chip_impl_info{name="root_buffer",value="clkbuf_8"} 1
chip_impl_metric{name="worstPathRequired",unit="ns"} 2.83
chip_impl_metric{name="route.detailed.vias_per_inst",unit=""} 3.76
chip_impl_info{name="yosysTopAreaCell",value="dfxtp_1"} 1
chip_impl_metric{name="drive_gt1_frac",unit=""} 0.0638
chip_impl_metric{name="ant_nets",unit=""} 0
chip_impl_metric{name="maxCapViolations",unit=""} 0
chip_impl_metric{name="fraction_of_power_consumed_by_combinational_cells",unit=""} 0.114
chip_impl_metric{name="cts.repair_timing.setup_buffer_count",unit=""} 0
chip_impl_metric{name="layoutNonFillerInstCount",unit=""} 166
chip_impl_metric{name="synthesis.area",unit="µm²"} 649
chip_impl_metric{name="hold_violations",unit=""} 0
chip_impl_metric{name="finalClockPeriodUsage",unit=""} 0.733
chip_impl_info{name="holdCritPathClass",value="reg2reg"} 1
chip_impl_metric{name="cts-root-to-sink-buffers",unit=""} 2
chip_impl_metric{name="first_pass_grt_wire_length",unit="µm"} 2750
chip_impl_metric{name="power.share.switching",unit=""} 0.233
chip_impl_metric{name="cp.arrival",unit="ns"} 2.11
chip_impl_metric{name="antenna_violations_before_repair",unit=""} 0
chip_impl_metric{name="powerDensity",unit="mW/mm²"} 453
chip_impl_info{name="outcome",value="completed"} 1
chip_impl_metric{name="drtPass1Iterations",unit=""} 4
chip_impl_metric{name="fmax",unit="MHz"} 505
chip_impl_metric{name="n_antenna_cell",unit=""} 0
chip_impl_metric{name="core_area",unit="mm²"} 0.00554
chip_impl_metric{name="p_sw",unit="µW"} 102
chip_impl_metric{name="timing.critical_path.fanout_max",unit=""} 8
chip_impl_metric{name="fp.dieW",unit="µm"} 96
chip_impl_metric{name="final.min_clock_period",unit="ns"} 1.98
chip_impl_metric{name="total_count_of_max_transition_violations_in_the_final_report",unit=""} 0
chip_impl_metric{name="edff_count_synth",unit=""} 0
chip_impl_metric{name="finalWorstSetupSlack",unit="ns"} 0.720
chip_impl_metric{name="postSynthSeqShare",unit=""} 0.401
chip_impl_metric{name="postSynthCellCount",unit=""} 74
chip_impl_metric{name="drcViolationCount",unit=""} 0
chip_impl_metric{name="wl_per_cell",unit="µm"} 10.7
chip_impl_metric{name="synth.yosys.warnings",unit=""} 1
chip_impl_metric{name="design.portCount",unit=""} 19
chip_impl_metric{name="placedInstanceArea",unit="µm²"} 915
chip_impl_metric{name="yosys_area",unit="µm²"} 649
chip_impl_metric{name="power.ir.vdd_worst",unit="mV"} 0.198
chip_impl_metric{name="dp.final_hpwl",unit="µm"} 1390
chip_impl_info{name="critPathSlowestCell",value="clkdlybuf4s50_1"} 1
chip_impl_info{name="rsz_0062_raised_after_global_routing",value="false"} 1
chip_impl_info{name="ys_dominant_reg_cell",value="dfxtp_1"} 1
chip_impl_metric{name="finClkSkew",unit="ns"} 0.00137
chip_impl_metric{name="setup_tns",unit="ns"} 0
chip_impl_metric{name="synthDistinctLibCells",unit=""} 30
chip_impl_metric{name="max_slew.worst_pin.slew",unit="ns"} 0.454
chip_impl_metric{name="placement.setup.worst_slack",unit="ns"} 0.458
chip_impl_info{name="cpMostUsedCell",value="nor2b_1"} 1
chip_impl_metric{name="detail_route.wirelength",unit="µm"} 1780
chip_impl_metric{name="fillerInstances",unit=""} 642
chip_impl_metric{name="timing.critical_path.slowest_cell_delay",unit="ns"} 0.58
chip_impl_metric{name="utilization",unit=""} 0.173
chip_impl_metric{name="layout-area-overhead-vs-synth",unit="%"} 47.8
chip_impl_metric{name="overall_die_height",unit="µm"} 96
chip_impl_metric{name="count_of_input_and_output_buffers",unit=""} 18
chip_impl_metric{name="ctsHoldBuffers",unit=""} 0
chip_impl_info{name="critical_path_capture_point_type",value="flip-flop"} 1
chip_impl_metric{name="registers_synthesis",unit=""} 13
chip_impl_metric{name="clock_sink_count",unit=""} 13
chip_impl_metric{name="finalHoldWorstSlack",unit="ns"} 0.483
chip_impl_metric{name="yosys.area.top_type_share",unit=""} 0.401
chip_impl_metric{name="clk_pin_slew",unit="ns"} 0.05
chip_impl_metric{name="detailroute.via_count",unit=""} 624
chip_impl_metric{name="tool_warnings",unit=""} 25
chip_impl_metric{name="grt_max_degree",unit=""} 14
chip_impl_metric{name="max_transition_margin",unit=""} 0.697
chip_impl_metric{name="grt_use_total",unit=""} 0.0380
chip_impl_metric{name="grt_pass1_vias",unit=""} 545
chip_impl_metric{name="clk-insertion-delay-late",unit="ns"} 0.24
chip_impl_info{name="critical_path.cell_chain",value="clkdlybuf4s50_1 > nor2b_1 > a2111oi_0 > nor2b_1 > mux2_2"} 1
chip_impl_metric{name="report.final.setup_viol",unit=""} 0
chip_impl_metric{name="placed_cells",unit=""} 162
chip_impl_info{name="synth.top_cells.by_area",value="dfxtp_1, nand3_1, o21ai_0, o22a_1, nor2b_1"} 1
chip_impl_metric{name="postSynthAreaPerCell",unit="µm²"} 8.78
chip_impl_metric{name="p_int",unit="µW"} 333
chip_impl_info{name="classification_of_the_worst_setup_path",value="in2reg"} 1
chip_impl_metric{name="post-layout-total-power",unit="µW"} 435
chip_impl_metric{name="synth_stat.cells",unit=""} 74
chip_impl_metric{name="post-route-cell-area",unit="µm²"} 960
chip_impl_info{name="critPathLaunchType",value="primary input"} 1
chip_impl_info{name="tritoncts",value="yes"} 1
chip_impl_metric{name="starting_drc_count_in_detailed_routing",unit=""} 17
chip_impl_metric{name="design.die.area",unit="mm²"} 0.00922
chip_impl_metric{name="placement_rows",unit=""} 27
chip_impl_metric{name="globalRouteOverflowTotal",unit=""} 0
chip_impl_metric{name="cts-buffers-inserted",unit=""} 3
chip_impl_metric{name="p_leak",unit="nW"} 0.310
chip_impl_metric{name="share_seq_of_total_power",unit=""} 0.482
chip_impl_metric{name="clock_tree.htree_level_count",unit=""} 1
chip_impl_metric{name="initial_core_util",unit=""} 0.117
chip_impl_metric{name="clock_power_share",unit=""} 0.404
[synthesized netlist by cell type (2+ instances only)]
cell type and count:
dfxtp_1 13, nand3_1 7, o21ai_0 6, nand2_1 5, nor2_1 5, nor2b_1 4, a21oi_1 3, o22a_1 3
a21o_1 2, clkbuf_1 2, inv_1 2, nor3_1 2, nor3b_1 2, o2111a_1 2
[cells in the final DEF, fill, tap and decap left out, drive strengths merged, types with 2 or more instances in the layout]
| cell type | netlist | layout |
|---|---|---|
| clkdlybuf4s50 | 0 | 18 |
| dfxtp | 13 | 13 |
| nand3 | 7 | 7 |
| o21ai | 6 | 6 |
| nor2 | 5 | 5 |
| nand2 | 5 | 5 |
| nor2b | 4 | 4 |
| clkbuf | 2 | 4 |
| o22a | 3 | 3 |
| a21oi | 3 | 3 |
| nor3b | 2 | 2 |
| inv | 2 | 2 |
| a21o | 2 | 2 |
| nor3 | 2 | 2 |
| o2111a | 2 | 2 |
[state kept, by name, summed over array words and instances, names as in the netlist]
name and flops:
led3 1, led1 1, score 7, state 3, led2 1
[critical path, delay by kind of cell]
| family | cells | cell delay (ns) |
|---|---|---|
| multiplexers | 1 | 0.29 |
| buffers and inverters | 1 | 0.58 |
| AND/OR/NAND/NOR | 2 | 0.30 |
| AND-OR/OR-AND | 1 | 0.41 |
[power by group through the flow]
stage / combinational [mW] / clock (mW) / sequential [mW]
after CTS: 0.0507 / 0.180 / 0.209
final: 0.0496 / 0.176 / 0.209
after global routing: 0.0560 / 0.189 / 0.211
[cell families (layout without fill, tap and decap cells)]
group | count (synthesis) | after routing | synth area share
AND/OR/NAND/NOR | 30 | 30 | 0.254
AND-OR/OR-AND | 24 | 24 | 0.277
flip-flops | 13 | 13 | 0.401
buffers and inverters | 5 | 25 | 0.0308
adder cells (fa/ha/maj) | 1 | 1 | 0.0193
multiplexers | 1 | 1 | 0.0173
[per-layer routing]
metal,GRT usage,routed length (µm),up-vias
met5,0,0,-
met1,0.0530,814,281
met2,0.0482,692,20
met3,0.0267,263,2
met4,0.00246,12,0
li1,-,-,321
[path summary, 6_finish.rpt]
kind | startpoint | to | slack [ns] | depth (start not counted)
worst max-delay path | start | score[0]$_SDFFE_PN0P_ | 0.72 | 5
worst min-delay path | state[1]$_DFF_P_ | state[1]$_DFF_P_ | 0.48 | 2
worst max register to register | state[2]$_DFF_P_ | score[6]$_SDFFE_PN0P_ | 1.00 | 4
worst min register to register | state[1]$_DFF_P_ | state[1]$_DFF_P_ | 0.48 | 2
[layout make-up]
cell class | count | area (µm²) | share of cell area
clock buffers | 4 | 45.0 | 0.0469
inverters | 2 | 7.51 | 0.00782
multi-input cells | 56 | 369 | 0.385
flip-flops and latches | 13 | 260 | 0.271
well taps | 72 | 90.1 | 0.0939
repair buffers | 19 | 188 | 0.196
Power figures rest on the tool's default switching activity, not on a simulated workload.
